==> design/flow/config.mk <==
export PLATFORM = sky130hd
export DESIGN_NAME = ModuleExampleSingleDirectionTop
export DESIGN_NICKNAME = ModuleExampleSingleDirectionTop
export VERILOG_FILES = /design/flow/design.v
export SDC_FILE = /design/flow/constraint.sdc
export NUM_CORES = 4
export LEC_CHECK = 1
export CORE_AREA = 10 10 461 461
export DIE_AREA = 0 0 471 471
==> design/flow/constraint.sdc <==
current_design ModuleExampleSingleDirectionTop

set clk_period 73.0
set clk_io_pct 0.2

create_clock -name clk0 -period $clk_period [get_ports {clk}]

set non_clock_inputs [all_inputs -no_clocks]
set_input_delay [expr $clk_period * $clk_io_pct] -clock clk0 $non_clock_inputs
set_output_delay [expr $clk_period * $clk_io_pct] -clock clk0 [all_outputs]
==> design/flow/design.v <==
`timescale 1ns / 1ps
module ModuleExampleSingleDirectionTop #(
	parameter integer DATA_WIDTH = 512,  
	parameter integer STREAM_ID_NUM = 16,  
	parameter integer CHUNK_ID_NUM = 32,  
	parameter integer CHANNEL_ID_NUM = 1024,  
	parameter integer STATE_WIDTH = 32,  
	parameter INSTRUCTION_WIDTH = 3,
	parameter INSTRUCTION_CMD_IDLE = 3'd0,
	parameter INSTRUCTION_CMD_REQUEST = 3'd2,
	parameter INSTRUCTION_CMD_LOOKAHEAD = 3'd3,
	parameter INSTRUCTION_CMD_REWIND = 3'd5,
	parameter INSTRUCTION_CMD_RESTART = 3'd6,
	parameter INSTRUCTION_CMD_FINISH = 3'd7,
	parameter integer INSTRUCTION_PARAMETER_WIDTH = 16,
		parameter CP_A_EOS = 0,  
		parameter CP_A_CTRL_READ_RESPONSE_32b = 1,
		parameter CP_A_MEM_READ_REQUEST_512b = 2,
		parameter CP_A_MEM_READ_RESPONSE_512b = 3,
		parameter CP_A_MEM_WRITE_512b = 4,
		parameter CP_R_CTRL_READ_REQUEST_32b = 0,
		parameter CP_R_CTRL_WRITE_32b = 1,
	parameter integer STREAM_ID_WIDTH = $clog2(STREAM_ID_NUM),
	parameter integer CHUNK_ID_WIDTH = $clog2(CHUNK_ID_NUM),
	parameter integer CHANNEL_ID_WIDTH = $clog2(CHANNEL_ID_NUM),
	parameter integer NUM_32B_FIELDS = (DATA_WIDTH/32),
	parameter integer WIDTH_NUM_32B_FIELDS = $clog2(NUM_32B_FIELDS)
)(
	input clk,
	input rstnIn,
	output reg rstnOut,
	input 		[DATA_WIDTH-1:0] 					Front_Data,
	input   	[1:0] 								Front_Type,
	input 											Front_Last,
    input   	[STREAM_ID_WIDTH-1:0] 				Front_StreamID,
    input   	[CHUNK_ID_WIDTH-1:0] 				Front_ChunkID,
    input   	[CHANNEL_ID_WIDTH-1:0] 				Front_ChannelID,
    input   	[STATE_WIDTH-1:0] 					Front_State,
	output reg 	[DATA_WIDTH-1:0] 					Back_Data,
	output reg  [1:0] 								Back_Type = 0,
	output reg 										Back_Last,
    output reg  [STREAM_ID_WIDTH-1:0] 				Back_StreamID,
    output reg  [CHUNK_ID_WIDTH-1:0] 				Back_ChunkID,
    output reg  [CHANNEL_ID_WIDTH-1:0] 				Back_ChannelID,
    output reg  [STATE_WIDTH-1:0] 					Back_State,
    input   	[INSTRUCTION_WIDTH-1:0] 			Back_InstructionType,
    input   	[STREAM_ID_WIDTH-1:0] 				Back_InstructionStreamID,
    input   	[CHANNEL_ID_WIDTH-1:0] 				Back_InstructionChannelID,
    input  		[INSTRUCTION_PARAMETER_WIDTH-1:0] 	Back_InstructionParameter,
    output reg 	[INSTRUCTION_WIDTH-1:0] 			Front_InstructionType = INSTRUCTION_CMD_IDLE,
    output reg 	[STREAM_ID_WIDTH-1:0] 				Front_InstructionStreamID,
    output reg 	[CHANNEL_ID_WIDTH-1:0] 				Front_InstructionChannelID,
    output reg 	[INSTRUCTION_PARAMETER_WIDTH-1:0] 	Front_InstructionParameter
);
	wire rstn;
	assign rstn = rstnOut;
	always @ (posedge clk) begin
		rstnOut <= rstnIn;
	end
	wire controlTypePacketValid = Front_Type[1];
	wire dataTypePacketValid = Front_Type[0];
	always @ (posedge clk) begin
		if(controlTypePacketValid) begin
			if(Front_ChunkID[CHUNK_ID_WIDTH-1]) begin  
				if(Front_ChannelID == 0) begin 
					case(Front_ChunkID[CHUNK_ID_WIDTH-2:0])
						CP_R_CTRL_READ_REQUEST_32b: begin  
						end
						CP_R_CTRL_WRITE_32b: begin  
						end
					endcase
				end else begin
					Back_Data <= Front_Data;
					Back_Type <= Front_Type;
					Back_Last <= Front_Last;
					Back_StreamID <= Front_StreamID;
					Back_ChunkID <= Front_ChunkID;
					Back_ChannelID <= Front_ChannelID - 1;
					Back_State <= Front_State;
				end
			end else begin
				case(Front_ChunkID[CHUNK_ID_WIDTH-2:0])
					CP_A_EOS: begin
					end
					CP_A_CTRL_READ_RESPONSE_32b: begin
					end
					CP_A_MEM_READ_REQUEST_512b: begin
					end
					CP_A_MEM_READ_RESPONSE_512b: begin
					end
					CP_A_MEM_WRITE_512b: begin
					end
				endcase
			end
		end
		if(dataTypePacketValid) begin
		end
	end
endmodule
==> design/flow/run.sh <==
#!/bin/bash
# OpenROAD 26Q1-2900-gdf79404cd8, Yosys 0.63+post, stock flow scripts
make -C /OpenROAD-flow-scripts/flow DESIGN_CONFIG=/design/flow/config.mk WORK_HOME=/design/flow/orfs finish
==> impl_metrics.toml <==
# synthesis and place-and-route metrics
[route]
drt_iter0_markers = 601
drc = 0
wl_per_cell_um = 37.52
vias = 12910
drt-total-wl_um = 176000
via_per_inst = 2.752
dr.pass1.iters = 5
drtAntennaViolNets = 0

[floorplanning]
die_width_um = 471
initCoreUtil_pct = 8.620
die_h_um = 471
rows = 165
ios = 1201
die_area_sq_um = 221800
core_area_sq_um = 202300

[synth]
yosysTopAreaCell = "edfxtp_1"
syn_area_per_cell_sq_um = 27.68
numSynthFlops = 566
synthSimpleGateAreaFrac_pct = 0.5453
ys_cells = 630
aoi_share_pct = 0.05740
ys_area_sq_um = 17440
ys_types = 18
ys_sh_mux_pct = 0
xor_area_share_pct = 0.3516
top_area_share_pct = 97.29
ys_top_cells_by_area = "edfxtp_1, buf_4, xor2_1"
synth_seq_share_pct = 97.40
synth_cells = 630
ys_top_logic_family = "buffers and inverters"
syn_area_sq_um = 17440
ys_sh_adder_pct = 0.07175
synth_warnings = 31

[clocking]
clockBufferDepth = 3
cts_resized = 0
cts-htree-levels = 3
cts_setup_buffers = 0
hold_buffers = 0
cts_tree = "built"
numCtsBuffers = 77
clock-sinks = 566
cts_root_buf = "clkbuf_16"
clk_pin_slew_ns = 0.05

[sta]
finalCriticalPeriod_ns = 18.66
finalHoldViolCount = 0
clock.fmax_mhz = 53.59
setup_tns_ns = 0
finalCritPeriodShare_pct = 25.56
finalSetupViolations = 0
rsz0062_at_grt = "false"
slew_headroom_pct = 46.40
slew_viol_final = 0
worst_slack_ns = 54.34
tightest_slew_ns = 0.8040
whs_ns = 14.38

[placed_design]
post-place-ws_ns = 53.53
gp_congestion = 0.9007
placed_area_sq_um = 32110
io_buffers = 1133
dp_hpwl_um = 160000

[setup_path]
critical_path.startpoint = "Front_ChannelID[0]"
required_ns = 73.29
crit_top_cell = "buf_4"
cp.arrival_ns = 18.95
slowest_stage = "buf_4"
start_kind = "primary input"
cp_top_family = "buffers and inverters"
max_stage_delay_ns = 0.63
crit_chain = "clkdlybuf4s50_1 -> inv_1 -> ha_1 -> nand2b_1 -> nor3_1 -> a21oi_4 -> buf_4 -> buf_4 -> buf_4 -> buf_4 -> buf_4"
crit_end = "Back_Data[107]$_DFFE_PP_"
path_buffers = 7
crit_cells = 11
end_kind = "flop"
worstPathMaxFanout = 52
path_class = "primary input to flop"

[run]
max-cap-violations = 0
tool_warnings = 58

[power_and_ir_drop]
fin_total_pwr_uw = 857.4
power_density_nw_per_um2 = 24.62
ir_worst_vdd_mv = 0.01545
p_leak_uw = 0.01122

[grt]
grt_pass1_wl_um = 204800
grt_max_degree = 55
grt_pass1_vias = 12670
overflow = 0
grt.total_usage_pct = 15.74
antenna_found_initial = 369

[cells_and_area]
drive_gt1_share_pct = 6.990
final_cell_mix = "clkdlybuf4s50_1, edfxtp_1, clkbuf_16"
postLayoutCellArea_sq_um = 34820
area_growth_pct = 99.69
fillCellCount = 21850
mostFrequentLayoutCell = "clkdlybuf4s50_1"

[hold_path]
hold_class = "primary input to flop"

[outcome]
outcome = "completed"
registers in the layout, summed over array words and instances (netlist names):
| name | count |
|---|---|
| rstnOut | 1 |
| Back_StreamID | 4 |
| Back_ChunkID | 4 |
| Back_State | 32 |
| Back_Last | 1 |
| Back_Data | 512 |
| Back_ChannelID | 10 |
| Back_Type | 2 |
where the power goes:
| part | total (uW) | switching, uW | internal (uW) |
|---|---|---|---|
| Sequential | 388 | 5.95 | 383 |
| Combinational | 95.4 | 35.6 | 59.8 |
| Clock | 374 | 157 | 217 |
| Total | 857 | 199 | 659 |
cells by family (layout without fill, tap and decap cells):
logic type               count (synthesis)  after routing
flip-flops                             566            566
buffers and inverters                   37           1291
AND/OR/NAND/NOR                         15             15
XOR/XNOR                                 7              7
other                                    2            137
AND-OR/OR-AND                            2              2
adder cells (fa/ha/maj)                  1              1
per-layer routing:
layer  global-route usage (%)  wire length [um]
met5                        0              2394
met4                    2.761              5100
met3                    21.16             48020
met2                    23.43             75560
met1                    12.13             44930
stage by stage:
stage / std cells / utilization [%]
5_1_grt: 4608 / 17.11
4_1_cts: 4589 / 17.09
6_report: 4691 / 17.21
3_5_place_dp: 4448 / 15.87
3_3_place_gp: 4448 / 15.87
2_1_floorplan: 663 / -
synthesized netlist by cell type:
master,number
nor3_1,3
nand2_1,2
xor2_1,5
nor4_4,1
buf_4,34
or3_4,1
edfxtp_1,565
conb_1,2
o21ai_0,1
inv_1,3
nor2_1,4
ha_1,1
nand2b_1,2
a21oi_1,1
and3_1,1
xnor2_1,2
nand4_1,1
dfxtp_1,1
worst min path at each step:
| stage | startpoint | to | cells past startpoint |
|---|---|---|---|
| final | rstnIn | rstnOut$_DFF_P_ | 1 |
| after global routing | rstnIn | rstnOut$_DFF_P_ | 1 |
| after CTS | rstnIn | rstnOut$_DFF_P_ | 1 |
area by class of cell:
class / count / area, sq um / area share, %
Inverter: 3 / 11.26 / 0.03234
Sequential cell: 566 / 16990 / 48.78
Clock buffer: 86 / 2003 / 5.752
Antenna cell: 102 / 255.2 / 0.7329
Clock inverter: 55 / 457.9 / 1.315
Timing Repair Buffer: 1147 / 11450 / 32.87
Tap cell: 2672 / 3343 / 9.600
Multi-Input combinational cell: 60 / 321.6 / 0.9234
Power is estimated from default activity; no workload was simulated.
