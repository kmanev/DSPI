--- design/flow/design.v ---
`timescale 1ns / 1ps
module TurnAround#(
	parameter integer DATA_WIDTH = 512,  
	parameter integer STREAM_ID_NUM = 16,  
	parameter integer CHUNK_ID_NUM = 32,  
	parameter integer CHANNEL_ID_NUM = 1024,  
	parameter integer STATE_WIDTH = 32,  
	parameter integer INSTRUCTION_WIDTH = 3, 
	parameter INSTRUCTION_CMD_IDLE = 0,
	parameter integer INSTRUCTION_PARAMETER_WIDTH = 16,
	parameter integer STREAM_ID_WIDTH = $clog2(STREAM_ID_NUM),
	parameter integer CHUNK_ID_WIDTH = $clog2(CHUNK_ID_NUM),
	parameter integer CHANNEL_ID_WIDTH = $clog2(CHANNEL_ID_NUM),
	parameter integer NUM_32B_FIELDS = (DATA_WIDTH/32),
	parameter integer WIDTH_NUM_32B_FIELDS = $clog2(NUM_32B_FIELDS)
	)(
	input clk,
	input rstnIn,
	input 		[DATA_WIDTH-1:0] 					dirOneFront_Data,
	input   	[1:0] 								dirOneFront_Type,
	input 											dirOneFront_Last,
    input   	[STREAM_ID_WIDTH-1:0] 				dirOneFront_StreamID,
    input   	[CHUNK_ID_WIDTH-1:0] 				dirOneFront_ChunkID,
    input   	[CHANNEL_ID_WIDTH-1:0] 				dirOneFront_ChannelID,
    input   	[STATE_WIDTH-1:0] 					dirOneFront_State,
    output reg 	[INSTRUCTION_WIDTH-1:0] 			dirOneFront_InstructionType = INSTRUCTION_CMD_IDLE,
    output reg 	[STREAM_ID_WIDTH-1:0] 				dirOneFront_InstructionStreamID,
    output reg 	[CHANNEL_ID_WIDTH-1:0] 				dirOneFront_InstructionChannelID,
    output reg 	[INSTRUCTION_PARAMETER_WIDTH-1:0] 	dirOneFront_InstructionParameter,
	output reg 	[DATA_WIDTH-1:0] 					dirTwoBack_Data,
	output reg  [1:0] 								dirTwoBack_Type = 0,
	output reg 										dirTwoBack_Last,
    output reg  [STREAM_ID_WIDTH-1:0] 				dirTwoBack_StreamID,
    output reg  [CHUNK_ID_WIDTH-1:0] 				dirTwoBack_ChunkID,
    output reg  [CHANNEL_ID_WIDTH-1:0] 				dirTwoBack_ChannelID,
    output reg  [STATE_WIDTH-1:0] 					dirTwoBack_State,
    input   	[INSTRUCTION_WIDTH-1:0] 			dirTwoBack_InstructionType,
    input   	[STREAM_ID_WIDTH-1:0] 				dirTwoBack_InstructionStreamID,
    input   	[CHANNEL_ID_WIDTH-1:0] 				dirTwoBack_InstructionChannelID,
    input  		[INSTRUCTION_PARAMETER_WIDTH-1:0] 	dirTwoBack_InstructionParameter
);
    always @ (posedge clk) begin
		if(rstnIn == 0) begin
			dirTwoBack_Type <= 0;
			dirOneFront_InstructionType <= INSTRUCTION_CMD_IDLE;
		end else begin
			dirTwoBack_Type <= dirOneFront_Type;
			dirOneFront_InstructionType <= dirTwoBack_InstructionType;
		end
		dirTwoBack_Data <= dirOneFront_Data;
		dirTwoBack_Last <= dirOneFront_Last;
		dirTwoBack_StreamID <= dirOneFront_StreamID;
		dirTwoBack_ChunkID <= dirOneFront_ChunkID;
		dirTwoBack_ChannelID <= dirOneFront_ChannelID;
		dirTwoBack_State <= dirOneFront_State;
		dirOneFront_InstructionStreamID <= dirTwoBack_InstructionStreamID;
		dirOneFront_InstructionChannelID <= dirTwoBack_InstructionChannelID;
		dirOneFront_InstructionParameter <= dirTwoBack_InstructionParameter;
	end
endmodule
--- design/flow/run.sh ---
#!/bin/bash
# OpenROAD 26Q1-2900-gdf79404cd8, Yosys 0.63+post, stock flow scripts
make -C /OpenROAD-flow-scripts/flow DESIGN_CONFIG=/design/flow/config.mk WORK_HOME=/design/flow/orfs finish
--- design/flow/config.mk ---
export PLATFORM = sky130hd
export DESIGN_NAME = TurnAround
export DESIGN_NICKNAME = TurnAround
export VERILOG_FILES = /design/flow/design.v
export SDC_FILE = /design/flow/constraint.sdc
export NUM_CORES = 4
export LEC_CHECK = 1
export CORE_AREA = 10 10 460 460
export DIE_AREA = 0 0 470 470
--- design/flow/constraint.sdc ---
current_design TurnAround

set clk_period 1.0
set clk_io_pct 0.2

create_clock -name clk0 -period $clk_period [get_ports {clk}]

set non_clock_inputs [all_inputs -no_clocks]
set_input_delay [expr $clk_period * $clk_io_pct] -clock clk0 $non_clock_inputs
set_output_delay [expr $clk_period * $clk_io_pct] -clock clk0 [all_outputs]
==> changes_impl.md <==
## Implementation

* Outcome: finished with violations
* Violated checks: setup timing
* CP delay by family, top: flip-flops
* Count of cell types in the netlist at 2
* Routed wire length per instance at 37.7 µm
* Maximum clock insertion buffer count at 3
* Crit Path Max Fanout at 1
* Sequential area share after synthesis at 99.7%
* Antenna violations before repair at between 200 and 250
* Area share, top type at between 90 and 100%
* Core utilization before placement at 5.95%
* Synthesis-to-layout area growth at 212%
* Reg area at roughly 0.013 mm²
* Count of endpoints failing hold in the final timing report at 0
* First-pass GRT wire length at roughly 230,000 µm
* Top post-synthesis cells by area: sky130_fd_sc_hd__dfxtp_1 100%, sky130_fd_sc_hd__and2_1 0.26%
* Element type at the critical path end: output pin
* Category of the critical setup timing path: reg2out
* Max-slew violation count at 0
* Buffer and inverter count on the worst path at 1
* Vias/cell at between 2 and 3
* Count of nets left with antenna violations after detail routing at 0
* Post-layout minimum cycle time at between 1000 and 1500 ps
* Number of placement rows at roughly 170
* Post-synthesis chip area from yosys at about 0.012 mm²
* Worst hold slack at approximately 55 ps
* Inserted Clock Buffers at around 82
* Final weighted congestion in routability-driven placement at between 0.8 and 0.9
* Post-layout period usage of the worst path at 139%
* Cell Chain, Critical Path: buf_12
* Total congestion overflow at 0
* Horizontal die dimension at approximately 470 µm
* Total of fill cells in the finished design at 21,922
* Cell at the root of the clock tree: sky130_fd_sc_hd__clkbuf_16
* DR vias at around 13,000
* Worst relative slew slack at around three quarters
* Total power density per cell area at 1770 mW/mm²
* MI comb area at ~31 µm²
* Vias in the first global route at between 10,000 and 15,000
* Unrepaired setup endpoints after global routing: yes
* CP Launch Type: flip-flop
* Clock-pin transition on the worst setup and hold timing paths at around 60 ps
* Slowest library cell on the worst path: sky130_fd_sc_hd__dfxtp_2
* Netlist area before placement at approximately 0.012 mm²
* Buffers added on ports at 1,199
* Clock tree from TritonCTS: done
* Total tool warning count at 27
* Longest individual stage delay on the worst path at approximately 340 ps
* Global-route usage over all layers at between 15 and 20%
* Hpwl dp at ~180,000 µm
* Setup total negative slack at -195,500 ps
* Data arrival time at the worst-slack endpoint at between 1000 and 1500 ps
* Die Outline Area at about 0.22 mm²
* Total leakage power at between 10 and 15 nW
* Total power of the final layout at about 66 mW
* Placed Instances at between 4,000 and 5,000
* Post-detailed-routing wire length at a little under 200,000 µm
* Top achievable clock speed at 717 MHz
* Vertical die dimension at between 400 and 500 µm
* Warnings, synthesis at 1
* Cell taking the most area after synthesis: sky130_fd_sc_hd__dfxtp_1
* Violation count after the first detailed-routing iteration at 383
* CTS H-tree lvls at 3
* Yosys Instances at between 600 and 700
* Final Instance Count excl. Fillers at about 5,200
* Count of maximum capacitance violations at 0
* Critical path data required time at ~800 ps
* Setup violation total in the final timing report at about 600
* Total core area at 0.202 mm²
* Highest ir drop seen on vdd at between 1.5 and 2 mV
* Share of cells above drive strength 1 at about 48%
* Avg Cell Area, Syn at around 20 µm²
* Gate count after technology mapping at a little over 600
* Hold WC Path Type: in2reg
* Fin util at between 10% and 20%
* Final worst setup slack at -394 ps
* Flops & latches, synth at ~600
* # clock sinks at 599
* DRC violation count after routing at 0
* I/O pin total at roughly 1,200
* Pin count of the biggest net entering global routing at 13
* Transition at the pin with the smallest max-transition slack at between 300 and 400 ps
* DR pass1 iterations at 4
cell usage in the layout, fill, tap and decap left out, types with 16 or more instances in the layout:
master	instances
sky130_fd_sc_hd__dfxtp_1	143
sky130_fd_sc_hd__dfxtp_2	456
sky130_fd_sc_hd__clkbuf_8	16
sky130_fd_sc_hd__buf_2	186
sky130_fd_sc_hd__clkdlybuf4s50_1	600
sky130_fd_sc_hd__buf_6	212
sky130_fd_sc_hd__buf_12	201
sky130_fd_sc_hd__clkbuf_16	84
sky130_fd_sc_hd__diode_2	79
sky130_fd_sc_hd__dlygate4sd3_1	521
layer usage:
metal | share of wire, % | wire (µm) | vias to the layer above | GRT usage, %
met5 | 0.12 | 236 | - | 0
met4 | 2.3 | 4610 | 36 | 1.94
met3 | 20 | 39400 | 413 | 15.8
met2 | 43 | 85100 | 1238 | 27.1
met1 | 34 | 67600 | 5997 | 18.6
li1 | - | - | 5609 | -
registers in the layout, summed over array words and instances, names as in the netlist, 4 cells and up:
name / count
dirTwoBack_Data: 512
dirOneFront_InstructionParameter: 16
dirTwoBack_ChannelID: 10
dirTwoBack_StreamID: 4
dirOneFront_InstructionStreamID: 4
dirTwoBack_State: 32
dirTwoBack_ChunkID: 5
dirOneFront_InstructionChannelID: 10
path summary, 6_finish.rpt:
kind	from	end	slack (ps)	cells after the start
max	dirTwoBack_Data[347]	dirTwoBack_Data[347]	-390	1
min	dirTwoBack_InstructionChannelID[2]	dirOneFront_InstructionChannelID[2]	50	1
stage by stage:
stage	setup WS (ps)	area, µm²
after CTS	-506	37000
after global routing	-482	37300
after global placement	-337	29200
after floorplan	538	12000
final	-394	37500
after detailed placement	-353	29200
where the power goes:
part	switching [mW]	total [mW]	internal, mW	leakage, nW
Clock	12.6	30.5	17.9	1.34
Combinational	3.57	9.55	5.98	8.44
Sequential	0.689	26.1	25.4	5.06
synth_stat cells, drive strengths merged:
master / n
and2: 5
dfxtp: 599
layout make-up:
class                           instances  share of cell area, %
Antenna cell                           79                  0.528
Clock buffer                          111                   6.31
Clock inverter                         37                   1.05
Multi-Input combinational cell          5                 0.0835
Sequential cell                       599                   33.5
Tap cell                             2672                   8.93
Timing Repair Buffer                 1720                   49.6
timing repair:
item | 4_1_cts | 5_1_grt
endpoints found under the hold margin | 521 | 0
hold buffers | 521 | 0
setup buffers | 0 | 0
endpoints found under the setup margin | 599 | 599
gates cloned | 0 | 0
resized | 1739 | 85
cells by family (layout without fill, tap and decap cells):
group / count (synthesis) / count (layout) / share of synthesized area, %
and+or+nand+nor: 5 / 5 / 0.260
buffers and inverters: 0 / 1868 / 0
other: 0 / 79 / 0
DFF: 599 / 599 / 99.7
Power figures rest on the tool's default switching activity, not on a simulated workload.
